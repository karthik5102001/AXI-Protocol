==> ./design.v <==
module AXI_FIFO(
	input wire Aclk,
	input wire Areset_n,
	input wire s_axis_tvalid,
	input wire s_axis_tlast,
	input wire [7:0] s_axis_tdata,
	input wire [1:0] s_axis_tkeep,
	output wire s_axis_tready,  
	input wire m_axis_tready,  
	output reg m_axis_tvalid,
	output reg m_axis_tlast,
	output reg [1:0] m_axis_tkeep,
	output reg [7:0] m_axis_tdata
);
reg mem_l[16];
reg mem_k[16];
reg [7:0] mem_d[16];
reg [4:0] w_ptr;
reg [4:0] r_ptr;
reg [4:0] count;
wire full,empty;
assign full = (w_ptr==5'd15) ? 1'b1 : 1'b0;
assign empty = (r_ptr==5'd15) ? 1'b1 : 1'b0;
assign s_axis_tready =  1'b1;
always_ff @(posedge Aclk or negedge Areset_n)
begin
	if(!Areset_n) begin
		w_ptr <= 5'd0;
		r_ptr <= 5'd0;
		count <= 5'd0;
		for(int i=0 ; i<=5'd16; i++) begin
				mem_d[i] <= 8'h00;
				mem_l[i] <= 1'b0;
				mem_k[i] <= 2'b00;
		end
	end
	else if (s_axis_tvalid && !full) begin
		mem_d[w_ptr] <= s_axis_tdata;
		mem_k[w_ptr] <= s_axis_tkeep;
		mem_l[w_ptr] <= s_axis_tlast;
		w_ptr <= w_ptr + 5'h1;
		count <= count + 5'h1;
	end
	else if (m_axis_tready && !empty) begin  
		r_ptr <= r_ptr + 5'h1; 				 
		count <= count - 5'h1;				 
		end
end
assign m_axis_tdata = (m_axis_tvalid) ? mem_d[r_ptr] : 8'h00;
assign m_axis_tlast = (m_axis_tvalid) ? mem_l[r_ptr] : 8'h00;
assign m_axis_tkeep = (m_axis_tvalid) ? mem_k[r_ptr] : 8'h00;
assign m_axis_tvalid = (count > 0) ? 1'b1 : 1'b0;
endmodule
==> ./run.sh <==
#!/bin/bash
# OpenROAD 26Q1-2900-gdf79404cd8, Yosys 0.63+post, stock flow scripts
make -C /OpenROAD-flow-scripts/flow DESIGN_CONFIG=/design/flow/config.mk WORK_HOME=/design/flow/orfs finish
==> ./config.mk <==
export PLATFORM = sky130hd
export DESIGN_NAME = AXI_FIFO
export DESIGN_NICKNAME = AXI_FIFO
export VERILOG_FILES = /design/flow/design.v
export SDC_FILE = /design/flow/constraint.sdc
export NUM_CORES = 4
export LEC_CHECK = 1
export CORE_UTILIZATION = 40
==> ./constraint.sdc <==
current_design AXI_FIFO

set clk_period 5.0
set clk_io_pct 0.2

create_clock -name clk0 -period $clk_period [get_ports {Aclk}]

set non_clock_inputs [all_inputs -no_clocks]
set_input_delay [expr $clk_period * $clk_io_pct] -clock clk0 $non_clock_inputs
set_output_delay [expr $clk_period * $clk_io_pct] -clock clk0 [all_outputs]
==> flow_summary.yaml <==
# flow metrics
sta:
  rsz0062_at_grt: "no"
  finalClockSkew_ns: 0.003720
  relSlewSlack: 0.5140
  finalMaxSlewViolations: 0
  fmax_mhz: 231.4
  finalSetupViolCount: 0
  finalCriticalPeriod_ns: 4.321
  timing.final.crit_share: 0.8642
  hold_violations: 0
  tns_ns: 0
  tightest_slew_ns: 0.7289
synth:
  synthDominantCellAreaShare: 0.5345
  flop_cell: "dfrtp_1"
  logic_family: "multiplexers"
  synthCells: 620
  largest_area_cell: "dfrtp_1"
  syn_area_per_cell_sq_um: 13.21
  ys_warn_count: 8
  ys_ff: 175
  synth_seq_share: 0.5345
  ys_cells: 620
  edf_count: 0
  yosys_area_sq_um: 8193
  synth.cellmix.compoundShare: 0.1138
  synth-async-reset-ratio: 1.000
  ys_sh_mux: 0.2297
  ys_types: 48
  synthTopCellsByArea: "dfrtp_1 (53%), mux2_2 (22%), a22oi_1 (2.5%), ha_1 (2.0%), a222oi_1 (2.0%)"
  xor_share: 0.01069
  syn_area_sq_um: 8193
  adder_share: 0.02230
  ys_sh_simple: 0.05971
worst_hold_path:
  hp-class: "input pin to async pin"
finish:
  fin_cells: 908
  drive_gt1_frac: 0.3453
  syn_to_final_growth_pct: 12.97
placed_design:
  place.gp.congestion: 0.7933
  place.port_buffers: 24
  place_hpwl_mm: 11.95
  placed_cells: 877
cts:
  cts_buffers: 17
  cts-root-buf: "clkbuf_16"
  path_clk_slew_ns: 0.06
  cts_resized: 0
  cts_tree: "yes"
  clk_latency_ns: 0.42
  cts.htree.levels: 4
  cts_hold_buffers: 0
  cts_setup_buffers: 0
  clock_path_buffers: 2
  clkSinkCount: 175
worst_setup_path:
  cp_max_fo: 12
  worst_ep_arrival_time_ns: 3.32
  reg2reg_depth: 11
  startpoint_type: "flop"
  end_kind: "output pin"
  path_class: "flop to output pin"
  cp.required_ns: 4.00
die:
  fp.dieW_um: 145.1
  dieArea_sq_um: 21060
  die_y_um: 145.1
  rows: 51
  ios: 28
  coreArea_sq_um: 19780
  fp_util: 0.4142
pwr:
  powerDensity_nw_per_um2: 690.7
  vdd_drop_max_v: 0.0003421
  power_leakage_nw: 3.870
global_route:
  grt_pass1_wl_mm: 31.82
  grt_overflow: 0
  grt_usage: 0.2052
  grt_pass1_vias: 5442
  antenna_found_initial: 0
  grt_max_degree: 139
detailed_routing:
  num_vias: 5311
  firstDrtPassIters: 5
  antenna_cells: 0
  postRouteAntennaNets: 0
  vias_per_cell: 5.849
  wl_mm: 20.03
  drt_iter0_drc: 372
  avgRoutedWirePerCell_um: 22.06
  drc: 0
flow_run:
  warning_count: 34
  drv_cap: 0
run_status:
  status: "complete, no violations"
report_power, final:
part | total [mW] | switching [mW] | internal (mW)
logic | 2.55 | 1.25 | 1.30
registers | 2.50 | 0.389 | 2.11
clock network | 1.35 | 0.511 | 0.835
through the flow:
step	worst slack [ns]	area, sq um	power, mW	hold slack, ns	util
floorplan	2.335	8193	4.180	0.4479	-
global placement	1.198	8655	4.972	0.4625	0.4375
detailed placement	1.123	8655	5.061	0.4804	0.4375
CTS	0.6444	9255	6.429	0.4720	0.4679
global route	0.5061	9255	6.812	0.4755	0.4679
finish	0.6790	9255	6.393	0.4617	0.4679
metal layers:
| layer | global-route usage | routed length, um | up-vias |
|---|---|---|---|
| li1 | - | - | 2368 |
| met1 | 0.3138 | 8887 | 2752 |
| met2 | 0.3135 | 9346 | 171 |
| met3 | 0.05000 | 1438 | 20 |
| met4 | 0.03263 | 359 | 0 |
| met5 | 0 | 0 | - |
synth_stat cells (3+ instances only):
cell / count
nand2b_1: 5
a222oi_1: 16
mux2_2: 159
dfrtp_1: 175
a32o_1: 7
o22ai_1: 3
ha_1: 13
xnor2_1: 9
clkbuf_1: 19
nor2b_1: 3
o211ai_1: 4
a21oi_1: 19
a32oi_1: 3
nor2_4: 12
a221o_1: 3
a22oi_1: 27
o21ai_0: 20
nand3_1: 6
nand2_2: 5
inv_1: 7
o221ai_1: 5
nand2_1: 13
nor3_1: 5
nor2_1: 13
a221oi_1: 6
a22o_1: 7
buf_2: 18
mux2_1: 5
buf_4: 4
nand3_2: 4
area by class of cell:
type,instances,area [sq um]
clock inverters,6,105.1
repair buffers,35,336.6
fillers,1720,10530
multi-input cells,395,3581
clock buffers,25,495.5
well taps,265,331.6
flip-flops and latches,175,4379
inverters,7,26.28
flip-flops by register name, indices dropped and copies added, names as in the netlist:
name	cells
mem_k	16
w_ptr	5
mem_l	16
mem_d	128
count	5
r_ptr	5
worst max-delay path, cell delays in order, from the launching register on:
cell	delay [ns]
dfrtp_1	0.41
inv_1	0.12
ha_1	0.52
and2_1	0.65
a22oi_1	0.18
o22ai_1	0.24
nor3_1	0.08
a21oi_1	0.19
clkdlybuf4s50_1	0.50
worst paths after layout:
kind	startpoint	endpoint	slack [ns]
max	r_ptr[0]	m_axis_tdata[0]	0.68
min	Areset_n	mem_d[5][7]	0.46
max reg2reg	w_ptr[0]	count[4]	2.14
min reg2reg	w_ptr[4]	w_ptr[4]	0.48
max in group asynchronous	Areset_n	mem_d[7][5]	3.51
min in group clk0	w_ptr[4]	w_ptr[4]	0.48
layout by cell type, fill, tap and decap left out, types with 4 or more instances in the layout:
cell / n
clkbuf_16: 17
nor3_1: 5
o21ai_0: 20
clkdlybuf4s50_1: 23
nand2_1: 13
a221oi_1: 6
nand2_2: 5
a22oi_1: 27
a32o_1: 7
buf_4: 10
xnor2_1: 9
clkbuf_1: 4
ha_1: 13
nor2_1: 13
mux2_2: 159
a22o_1: 7
clkbuf_8: 4
nand2b_1: 5
a222oi_1: 16
o221ai_1: 5
nand3_2: 4
inv_1: 7
mux2_1: 5
a21oi_1: 19
o211ai_1: 4
dfrtp_1: 175
nor2_4: 12
nand3_1: 6
cell families after synthesis:
logic type / count (synthesis)
buffers and inverters: 50
adder cells (fa/ha/maj): 14
AND/OR/NAND/NOR: 77
flip-flops: 175
multiplexers: 167
other: 2
AND-OR/OR-AND: 125
XOR/XNOR: 10
Power and IR drop assume default switching activity.
