$ cat /design/flow/constraint.sdc
current_design AXI_Slave_MEM

set clk_period 3.2
set clk_io_pct 0.2

create_clock -name clk0 -period $clk_period [get_ports {s_axi_aclk}]

set non_clock_inputs [all_inputs -no_clocks]
set_input_delay [expr $clk_period * $clk_io_pct] -clock clk0 $non_clock_inputs
set_output_delay [expr $clk_period * $clk_io_pct] -clock clk0 [all_outputs]
$ cat /design/flow/config.mk
export PLATFORM = sky130hd
export DESIGN_NAME = AXI_Slave_MEM
export DESIGN_NICKNAME = AXI_Slave_MEM
export VERILOG_FILES = /design/flow/design.v
export SDC_FILE = /design/flow/constraint.sdc
export NUM_CORES = 4
export LEC_CHECK = 1
export CORE_UTILIZATION = 30
$ cat /design/flow/run.sh
#!/bin/bash
# OpenROAD 26Q1-2900-gdf79404cd8, Yosys 0.63+post, stock flow scripts
make -C /OpenROAD-flow-scripts/flow DESIGN_CONFIG=/design/flow/config.mk WORK_HOME=/design/flow/orfs finish
$ cat /design/flow/design.v
module AXI_Slave_MEM (
	input s_axi_aclk,
	input s_axi_aresetn,
	input s_axi_awvalid,
	input [31:0] s_axi_awaddr,
	output reg s_axi_awready,
	input s_axi_wvalid,
	input [31:0] s_axi_wdata,
	input [3:0] s_axi_wstrb,
	output reg s_axi_wready,
	input s_axi_bready,
	output reg s_axi_bvalid,
	output reg [1:0] s_axi_bresp
);
always @(posedge s_axi_aclk or negedge s_axi_aresetn)
begin
	if(!s_axi_aresetn) begin
		s_axi_awready <= 1'b0;
	end
	else if (s_axi_awready) begin   
		s_axi_awready <= 1'b0;
	end
	else if (s_axi_awvalid) begin
		s_axi_awready <= 1'b1;
	end
end
always @(posedge s_axi_aclk or negedge s_axi_aresetn)
begin
	if(!s_axi_aresetn) begin
		s_axi_wready <= 1'b0;
	end
	else if (s_axi_wready) begin
		s_axi_wready <= 1'b0;
	end
	else if (s_axi_wvalid) begin
		s_axi_wready <= 1'b1;
	end
end
reg [31:0] reg_addr;
reg valid_a;
always @(posedge s_axi_aclk or negedge s_axi_aresetn)
begin
	if(!s_axi_aresetn) begin
		reg_addr <= 32'd0;
		valid_a <= 1'b0;
	end
	else if (s_axi_bvalid) begin
		reg_addr <= 32'd0;
		valid_a <= 1'b0;
	end
	else if (s_axi_awvalid) begin
		reg_addr <= s_axi_awaddr;
		valid_a <= 1'b1;
	end
	end
reg [31:0] reg_data;
reg valid_d;
always @(posedge s_axi_aclk or negedge s_axi_aresetn)
begin
	if(!s_axi_aresetn) begin
		reg_data <= 32'd0;
		valid_d <= 1'b0;
	end
	else if(s_axi_bvalid) begin
		reg_data <= 32'd0;
		valid_d <= 1'b0;
	end	
	else if (s_axi_wvalid) begin
		reg_data <= s_axi_wdata;
		valid_d <= 1'b1;
	end
end
reg [31:0] mem [16:0];
integer i;
always @(posedge s_axi_aclk or negedge s_axi_aresetn)
begin
	if(!s_axi_aresetn) begin
		for(i=0;i<16;i=i+1)
				mem[i] <= 32'd0;
	end
	else if(valid_a && valid_d && reg_addr <= 15) begin
		mem[reg_addr] <= reg_data;
	end
end
always @(posedge s_axi_aclk or negedge s_axi_aresetn)
begin
	if(!s_axi_aresetn) begin
			s_axi_bvalid <= 1'b0;
			s_axi_bresp <= 2'b00;
		end
		else if (valid_a && valid_d && !s_axi_bvalid) begin  
				s_axi_bvalid <= 1'b1;					     
			if(reg_addr <= 15) begin
				s_axi_bresp <= 2'b00;
			end
			else begin
				s_axi_bresp <= 2'b10;
			end
				end
		else if (s_axi_bvalid) begin
				s_axi_bvalid <= 1'b0;
				s_axi_bresp <= 2'b00;
		end
		else begin
				s_axi_bvalid <= 1'b0;
				s_axi_bresp <= 2'b00;
		end
end
endmodule
==> summary.txt <==
Implementation progress

The number of maximum-capacitance violations stands at 0. Setup repair after global routing left no endpoint under its margin. TritonCTS built the clock tree. Counting flops with an async set or reset pin after synthesis yields a share of 1.000.

The tree is rooted in a sky130_fd_sc_hd__clkbuf_8. The pin count of the biggest net entering global routing stands at 35. OpenROAD emitted warnings numbering 66. Counting flops and latches in the post-synthesis netlist gives 34. The data required time of the worst path stands at 2560 ps. The final number of hold-violating endpoints stands at 0.

Recorded from the global router log, the overflow total was 0. The area added between synthesis and finish stands at 30.50%. The maximum ir drop on the vdd rail stands at 263.4 µV. In the post-synthesis netlist, the biggest area contributors are sky130_fd_sc_hd__dfrtp_1 59%, sky130_fd_sc_hd__mux2i_1 19%, sky130_fd_sc_hd__nor2_1 8.6%. For this run, the detailed router reports a per-instance via density of 4.597.

The script extracted a net switching power of 0.0003540 W. The iteration count recorded for the first detailed-route pass is 21. After clock tree synthesis, the flow added hold-fix buffers numbering 0.

The flow ran to the end, and the final reports show no timing, DRC or antenna violations. The power share of the sequential group stands at 0.518. The maximum count of clock buffers along a single path stands at 2. Per STA, the worst path accumulates the most delay in the family buffers and inverters. The clock skew after layout stands at 5.956 ps. The vertical die size stands at 71.29 µm. The total die size stands at 0.005082 mm².

The via count of the first global-routing pass came to 997. The script parses the final routing iteration and logs DRC violations as 0. Per the synthesis report, the dominant area consumer among library cells is sky130_fd_sc_hd__dfrtp_1. The worst setup path is launched from a register. For this block, the via count after detailed routing is 947.

The final timing report counts setup violations totalling 0. The clock transition at the registers of the reported paths stands at 60 ps. For this run, the leading register cell type out of synthesis is sky130_fd_sc_hd__dfrtp_1.

Per the summary, power density relative to cell area is 659.1 mW/mm². The count of buffering cells on the critical path with inverters included stands at 1. The number of DRC markers after the initial detailed-route iteration stands at 32. After routing, the total negative slack on setup checks comes to 0 ps.

The worst setup path is captured at an output port. The report lists the number of standard-cell rows as 24. Per the post-route antenna check, the number of violating nets is 0. The clock period could shrink to 1730 ps. The share of the clock period used by the worst path after layout stands at 0.5407. The average wire length per cell after detail routing stands at 12.70 µm. The weighted congestion at the end of routability-driven global placement stands at 0.7859. In this run the cell area of the synthesized design comes to 0.001440 mm².

The transition time recorded at the tightest slew-check pin is 844.2 ps. The internal portion of total power stands at 0.0008848 W. The setup path with the least slack is of type reg2out. The leakage dissipation stands at 0.8836 nW. Yosys instantiated no cell more often than sky130_fd_sc_hd__dfrtp_1.

Input and output buffers added on the ports amount to 35. The worst hold path belongs to the class reg2reg. The count of instances resized after the clock tree is built stands at 0.

In this run the standard cell core region covers 0.004474 mm². Synthesis produced a netlist whose cell count is 118. The H-tree depth stands at 2.

The commonest cells after synthesis are 34 x sky130_fd_sc_hd__dfrtp_1, 33 x sky130_fd_sc_hd__nor2_1, 28 x sky130_fd_sc_hd__mux2i_1. In the routed netlist, the antenna diode instances number 0. The biggest fanout along the worst timing path stands at 2. The yosys cell count stands at 118.

The post-synth count of flops with an enable pin is 0. In the final report, the number of pins over their slew limit comes to 0. The number of buffers created by CTS stands at 5. The core utilization before placement stands at 0.3219. The number of clock sinks stands at 34. Clock latency on the worst-skew pair, taken at its later pin, is 280 ps. The share of the core filled with cells stands at 0.4200. The final routed wirelength across all metal layers stands at 2617 µm. The synthesized area per cell stands at 12.20 µm². The power report attributes to the combinational group a share of 0.229. The chip area line of the yosys report stands at 0.001440 mm². Yosys mapped the design onto 16 distinct sky130hd cell types. The net switching share of the total power stands at 0.2857. The longest incremental delay of any stage on the critical path is reported as 470 ps. The die boundary width stands at 71.29 µm. The number of antenna violations at the first check in global routing was 0.

The data arrival time at the worst-slack endpoint stands at 1090 ps. After legalization and detailed placement, the total HPWL measured 1759 µm. The post-CTS setup repair buffer count stands at 0.

In this run the critical path is formed by clkdlybuf4s50_1. The synthesis report lists the Yosys warning total as 2. The fraction of the yosys area taken by sequential cells stands at 0.5908. The top-level I/O count stands at 78.

The ratio of cells with drive above 1 in the final layout stands at 0.09091. The first global-routing pass estimated 4540 µm of wire. The top-area cell type share of the netlist area stands at 0.5908. For this run, the total global-route usage over all layers was measured as 0.1183.

The clock network fraction of total power stands at 0.253. The headroom to the max-slew limit stands at 0.4372. The timing report shows that the slowest cell on the worst path is sky130_fd_sc_hd__clkdlybuf4s50_1. The peak clock frequency supported by timing stands at 578.0 MHz.
==> per-stage QoR <==
| stage | setup slack [ps] | hold slack (ps) | total power, W | instance area (µm²) | instances |
|---|---|---|---|---|---|
| after detailed placement | 1416 | 423.4 | 0.0009400 | 1788 | 198 |
| after global placement | 1450 | 423.3 | 0.0009275 | 1788 | 198 |
| after floorplan | 1947 | 344.4 | 0.0008229 | 1440 | 118 |
| after CTS | 1446 | 437.9 | 0.001263 | 1879 | 206 |
| after global routing | 1415 | 461.4 | 0.001330 | 1879 | 206 |
| final | 1470 | 432.1 | 0.001239 | 1879 | 206 |
==> area by class of cell <==
class,count,area (µm²)
Tap cell,52,65.06
Multi-Input combinational cell,75,511.7
Clock buffer,7,86.33
Sequential cell,34,850.8
Clock inverter,1,5.005
Timing Repair Buffer,37,360.3
Fill cell,423,2595
==> sequential cells by signal (all words and copies together) (netlist names) <==
name           cells
reg_addr          28
s_axi_awready      1
s_axi_bresp        1
s_axi_bvalid       1
s_axi_wready       1
valid_a            1
valid_d            1
==> cells by family after synthesis <==
family | synth area share
AOI/OAI and AO/OA | 0.005215
buffers and inverters | 0.05387
DFF | 0.5908
muxes | 0.1946
other | 0.002604
and+or+nand+nor | 0.1529
==> path summary, 6_finish.rpt <==
path	startpoint	endpoint	slack, ps	cells past startpoint
worst max-delay path	s_axi_bvalid$_DFF_PN0_	s_axi_bvalid	1470	1
worst min-delay path	s_axi_wready$_DFF_PN0_	s_axi_wready$_DFF_PN0_	430	1
worst max register to register	reg_addr[20]$_DFFE_PN0P_	s_axi_bresp[1]$_DFF_PN0_	2050	3
worst min register to register	s_axi_wready$_DFF_PN0_	s_axi_wready$_DFF_PN0_	430	1
max in group asynchronous	s_axi_aresetn	reg_addr[9]$_DFFE_PN0P_	2140	2
min in group asynchronous	s_axi_aresetn	reg_addr[16]$_DFFE_PN0P_	770	2
==> power by group through the flow <==
| stage | Combinational [W] | Sequential [W] | Clock, W |
|---|---|---|---|
| finish | 0.000284 | 0.000642 | 0.000313 |
| global route | 0.000323 | 0.000660 | 0.000347 |
| CTS | 0.000292 | 0.000644 | 0.000327 |
==> placed cells by master, fill, tap and decap left out <==
cell type	count
sky130_fd_sc_hd__nor2_1	33
sky130_fd_sc_hd__clkbuf_1	1
sky130_fd_sc_hd__buf_2	1
sky130_fd_sc_hd__nor4_2	4
sky130_fd_sc_hd__clkbuf_8	6
sky130_fd_sc_hd__nand2_1	1
sky130_fd_sc_hd__dfrtp_1	34
sky130_fd_sc_hd__nand4_1	1
sky130_fd_sc_hd__clkinv_2	1
sky130_fd_sc_hd__conb_1	1
sky130_fd_sc_hd__nor2b_1	2
sky130_fd_sc_hd__nor4_1	3
sky130_fd_sc_hd__buf_4	2
sky130_fd_sc_hd__clkdlybuf4s50_1	34
sky130_fd_sc_hd__mux2i_1	28
sky130_fd_sc_hd__o21a_1	1
sky130_fd_sc_hd__nand3_1	1
==> per-layer routing <==
metal,share of wire,routed length [µm],global-route usage,vias up
li1,-,-,-,467
met1,0.46,1203,0.1756,442
met2,0.45,1166,0.1862,36
met3,0.088,230,0.03424,2
met4,0.0065,17,0.01556,0
met5,0,0,0,-
No activity file was given, so power comes from the tool's default toggle rates.
