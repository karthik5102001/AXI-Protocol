`./run.sh`:
```
#!/bin/bash
# OpenROAD 26Q1-2900-gdf79404cd8, Yosys 0.63+post, stock flow scripts
make -C /OpenROAD-flow-scripts/flow DESIGN_CONFIG=/design/flow/config.mk WORK_HOME=/design/flow/orfs finish
```
`./config.mk`:
```
export PLATFORM = sky130hd
export DESIGN_NAME = AXI_Master
export DESIGN_NICKNAME = AXI_Master
export VERILOG_FILES = /design/flow/design.v
export SDC_FILE = /design/flow/constraint.sdc
export NUM_CORES = 4
export LEC_CHECK = 1
export CORE_UTILIZATION = 30
```
`./constraint.sdc`:
```
current_design AXI_Master

set clk_period 1.8
set clk_io_pct 0.2

create_clock -name clk0 -period $clk_period [get_ports {m_axi_aclock}]

set non_clock_inputs [all_inputs -no_clocks]
set_input_delay [expr $clk_period * $clk_io_pct] -clock clk0 $non_clock_inputs
set_output_delay [expr $clk_period * $clk_io_pct] -clock clk0 [all_outputs]
```
`./design.v`:
```
module AXI_Master (
input wire valid_in,
input wire wr_in,
input wire [31:0] write_addr,
input wire [31:0] write_data,
input wire [3:0] write_strb,
output reg [1:0] write_resp,
output reg [1:0] read_resp,
input wire [31:0] read_addr,
output reg [31:0] read_data_out, 
output reg wr_timeout,
output reg rd_timeout,
input wire m_axi_aclock,
input wire m_axi_areset,
output reg [31:0] m_axi_awaddr,
output reg        m_axi_awvalid,
input  wire        m_axi_awready,
output reg [31:0] m_axi_wdata,
output reg        m_axi_wvalid,
output reg [3:0]  m_axi_wstrb,
input  wire       m_axi_wready,
output reg  m_axi_bready,
input wire  [1:0] m_axi_bresp,
input wire  m_axi_bvalid,     
output reg [31:0] m_axi_araddr,
output reg m_axi_arvalid,
input wire m_axi_arready,
input  wire        m_axi_rvalid,
output reg        m_axi_rready,
input  wire [31:0]  m_axi_rdata,
input  wire [1:0] m_axi_rresp
);
parameter wr_idle = 1,
          wait_for_op = 2,
          wraddr_write = 3,
          wait_for_wdata_ack = 4,
          wait_for_write_resp = 5,
          no_ack_wdata = 6,
          no_ack_waddr = 7,
          no_slave_wr_resp = 8,
          complete_write_trans = 9; 
reg [3:0] state_wr;
reg [3:0] nxt_state_wr;
reg [3:0] counter_wr;
always @(posedge m_axi_aclock or negedge m_axi_areset) begin
  if (m_axi_areset == 1'b0)
    state_wr <= wr_idle;
  else
    state_wr <= nxt_state_wr;     
end
always @(*) begin
   case(state_wr)
   wr_idle : begin
               m_axi_awaddr     <= 32'd0;
               m_axi_awvalid    <= 1'b0;
               m_axi_wdata      <= 32'd0;
               m_axi_wvalid     <= 1'b0;
               m_axi_wstrb      <= 4'd0;
               m_axi_bready     <= 1'b0;
               counter_wr          <= 4'd0;
               wr_timeout       <= 1'b0; 
               if(valid_in) nxt_state_wr <= wait_for_op;
               else nxt_state_wr <= wr_idle;
   end 
   wait_for_op : begin
                if(wr_in) nxt_state_wr <= wraddr_write;
                else nxt_state_wr <= wr_idle;
   end 
   wraddr_write : begin
               m_axi_awaddr     <= write_addr;
               m_axi_awvalid    <= 1'b1;
               m_axi_wdata      <= write_data;
               m_axi_wvalid     <= 1'b1;
               m_axi_wstrb      <= write_strb;
               m_axi_bready     <= 1'b1;
               if(m_axi_awready && m_axi_wready && m_axi_bvalid) begin nxt_state_wr <= complete_write_trans; write_resp = m_axi_bresp; end   
               else if(m_axi_awready && m_axi_wready)    nxt_state_wr <= wait_for_write_resp;         
               else if(m_axi_awready) nxt_state_wr <= wait_for_wdata_ack;            
               else if (counter_wr == 15) nxt_state_wr <= no_ack_waddr;              
               else nxt_state_wr <= wraddr_write;                                    
   end
   wait_for_wdata_ack : begin
              m_axi_awaddr     <= 32'd0;                                             
              m_axi_awvalid    <= 1'b0;                                              
              if(m_axi_wready) nxt_state_wr <=  wait_for_write_resp;                 
              else if (counter_wr == 15) nxt_state_wr <= no_ack_wdata;               
              else nxt_state_wr <= wait_for_wdata_ack;                               
   end
   wait_for_write_resp : begin
               m_axi_awaddr     <= 32'd0;
               m_axi_awvalid    <= 1'b0;                                             
               m_axi_wdata      <= 32'd0;
               m_axi_wvalid     <= 1'b0;
               if(m_axi_bvalid)begin nxt_state_wr <= complete_write_trans; write_resp = m_axi_bresp; end     
               else if (counter_wr == 15) nxt_state_wr <= no_slave_wr_resp;
               else   nxt_state_wr <=  wait_for_write_resp;   
   end
   no_ack_wdata, no_ack_waddr : begin
               wr_timeout <= 1'b1;
               if(m_axi_bvalid)  begin nxt_state_wr <= complete_write_trans; write_resp = m_axi_bresp; end   
               else if (counter_wr == 15)  nxt_state_wr <= no_slave_wr_resp;                                 
   end
   no_slave_wr_resp : begin
                wr_timeout <= 1'b1;                          
                nxt_state_wr <= wr_idle; 
   end
   complete_write_trans : begin
                 nxt_state_wr <= wr_idle;
                 m_axi_bready <= 1'b0;
                 m_axi_awvalid    <= 1'b0;                                             
   end
   default : nxt_state_wr <= wr_idle;
  endcase
end
wire current_state_wr_shift = (state_wr != nxt_state_wr) ? 1'b1 : 1'b0;      
reg next_state_wr_shift;
always @(posedge m_axi_aclock or negedge m_axi_areset)begin
    if(!m_axi_areset) next_state_wr_shift <= 1'b0;          
    else next_state_wr_shift <= current_state_wr_shift;                     
end
always @(posedge m_axi_aclock)
begin
    case(state_wr)
    wr_idle : counter_wr <= 4'b0000;
    wait_for_op : counter_wr <= 4'b0000;
    wraddr_write : counter_wr <= counter_wr + 4'b0001;
    wait_for_wdata_ack : begin
                if(next_state_wr_shift) counter_wr <= 4'b0000;               
                else counter_wr <= counter_wr + 4'b0001; 
    end
    wait_for_write_resp : begin
                if(next_state_wr_shift) counter_wr <= 4'b0000;              
                else counter_wr <= counter_wr + 4'b0001;
    end
    no_ack_wdata : begin
                 if(next_state_wr_shift) counter_wr <= 4'b0000;            
                else counter_wr <= counter_wr + 4'b0001;
    end
    no_ack_waddr : begin
                 if(next_state_wr_shift) counter_wr <= 4'b0000;            
                else counter_wr <= counter_wr + 4'b0001;
    end
    no_slave_wr_resp : counter_wr <= 4'b0000;
    complete_write_trans : counter_wr <= 4'b0000;
    default : counter_wr <= 4'b0000;
    endcase
end
parameter rd_idle = 0,
          wait_for_read_op = 1,
          raddr_write = 2,
          wait_for_rdata = 3,
          no_resp_raddr = 4,
          no_resp_rdata = 5,
          complete_rx_trans = 6;
reg [2:0] state_rd;
reg [2:0] nxt_state_rd;  
reg [3:0] counter_rd;
always @(posedge m_axi_aclock or negedge m_axi_areset)
begin
    if(!m_axi_areset)
        state_rd <= rd_idle;
    else state_rd <= nxt_state_rd;
end
always @(*) begin
case(state_rd)
    rd_idle : begin 
      m_axi_arvalid <= 1'b0;
      m_axi_araddr <= 32'd0;
      m_axi_rready <= 1'b0;
      read_data_out <= 32'd0;
      read_resp    <= 2'b00;
      rd_timeout  <= 1'b0;
      if(valid_in) nxt_state_rd <= wait_for_read_op;
               else nxt_state_rd <= rd_idle;
    end
    wait_for_read_op : begin
        if(wr_in == 1'b0) nxt_state_rd <= raddr_write ;
        else nxt_state_rd <= rd_idle;
    end
    raddr_write : begin
        m_axi_arvalid <= 1'b1;
        m_axi_araddr <= read_addr; 
        m_axi_rready <= 1'b1;
        if(m_axi_arready && m_axi_rvalid) begin nxt_state_rd <= complete_rx_trans; read_resp <= m_axi_rresp; end     
        else if (m_axi_arready) nxt_state_rd <= wait_for_rdata;                           
        else if (counter_rd == 15) nxt_state_rd <= no_resp_raddr;
        else nxt_state_rd <= raddr_write;
    end
    wait_for_rdata : begin
        m_axi_arvalid <= 1'b0;
        m_axi_araddr <= 32'd0;
        if(m_axi_rvalid) begin nxt_state_rd <= complete_rx_trans; read_resp <= m_axi_rresp; end        
        else if(counter_rd == 15)  nxt_state_rd <= no_resp_rdata;
    end
    no_resp_raddr : begin
        rd_timeout <= 1'b1;
      nxt_state_rd <= rd_idle;
    end
    no_resp_rdata : begin
        rd_timeout <= 1'b1;
      nxt_state_rd <= rd_idle;
    end
    complete_rx_trans : begin
        m_axi_rready <= 1'b0;
        m_axi_arvalid <= 1'b0;
        m_axi_araddr <= 32'd0;
        read_data_out <= m_axi_rdata;
        read_resp <= m_axi_rresp;
              nxt_state_rd <= rd_idle;
    end
    default : nxt_state_rd <= rd_idle;
    endcase 
end
wire current_state_rd_shift = (state_rd != nxt_state_rd) ? 1'b1 : 1'b0;
reg next_state_rd_shift;
always @(posedge m_axi_aclock or negedge m_axi_areset)begin
    if(!m_axi_areset) next_state_rd_shift <= 1'b0;
    else next_state_rd_shift <= current_state_rd_shift;
end
always @(posedge m_axi_aclock) begin
case(state_rd)
    rd_idle : begin 
        counter_rd <= 3'b000;
    end
    wait_for_read_op : begin
        counter_rd <= 3'b000;
    end
    raddr_write : begin
         counter_rd <= counter_rd + 3'b001;
    end
    wait_for_rdata : begin
        if(next_state_rd_shift) counter_rd <= 3'b000;
                else counter_rd <= counter_rd + 3'b001;
    end
    no_resp_raddr : begin
         counter_rd <= 3'b000;
    end
    no_resp_rdata : begin
         counter_rd <= 3'b000;
    end
    complete_rx_trans : begin
        counter_rd <= 3'b000;
    end
    default : counter_rd <= 3'b000;
    endcase 
end
endmodule
```
==> results.json <==
{
  "syn_area_sq_um": 3988,
  "crit_type": "reg -> reg",
  "final_antenna_net_count": 0,
  "max_freq_mhz": 931.4,
  "yosys_area_sq_um": 3988,
  "cts_hold_buf": 0,
  "num-fill-cells": 1107,
  "drive_above_1_share": 0.02639,
  "peakVddDrop_mv": 0.2201,
  "vias": 3509,
  "ys_ff": 162,
  "grt_max_degree": 52,
  "yosysTopAreaCell": "dlxtn_1",
  "worstHoldPathType": "in -> async",
  "leakagePower_nw": 3.011,
  "tns_ns": 0,
  "drt-initial-drc-count": 179,
  "worst_pin_slew_ns": 0.5006,
  "gp_congestion": 0.7980,
  "setup_viol": 0,
  "startpoint_type": "flop",
  "synth_top_area_share": 0.5648,
  "overflow": 0,
  "outcome": "complete, no violations",
  "die_h_um": 117.3,
  "finalWorstSetupSlack_ns": 0.7263,
  "worstPathRequired_ns": 1.97,
  "skew_ns": 0.001169,
  "dp_hpwl_mm": 9.463,
  "drc": 0,
  "cap_violations": 0,
  "clkLatencyLatePin_ns": 0.23,
  "drv_slew": 0,
  "cp_max_fo": 12,
  "cpMaxStageDelayCell": "dfrtp_1",
  "dieArea_sq_um": 13760,
  "synth_area_per_cell_sq_um": 9.870,
  "routed_wl_mm": 11.58,
  "period_used_share": 0.5965,
  "grt_pass1_vias": 3123,
  "yosys_cells": 404,
  "tool_warnings": 25,
  "die_w_um": 117.3,
  "cts-root-buf": "clkbuf_16",
  "cpPeakStageDelay_ns": 0.57,
  "via_per_inst": 4.109,
  "io_buffer_count": 287,
  "fp.coreArea_sq_um": 12770,
  "cp_num_buf_inv": 0,
  "unclocked_regs": 150,
  "clk_pin_slew_ns": 0.04,
  "ctsResizeCount": 0,
  "antenna_cells": 0,
  "yosys_warnings": 9,
  "tritoncts": "done",
  "clk_path_buf_depth": 2,
  "fin_total_pwr_mw": 1.074,
  "cts_setup_buffers": 0,
  "relSlewSlack": 0.6632,
  "cts_buffers": 3,
  "r2r-end": "counter_rd[2]",
  "syn_to_final_growth_pct": 78.48,
  "ys_types": 41,
  "fp_util": 0.3122,
  "cp.arrival_ns": 1.24,
  "rows": 41,
  "path_delay_family": "flip-flops",
  "antenna_found_initial": 0,
  "period_needed_ns": 1.074,
  "htree_levels": 1,
  "hold_viol_final": 0,
  "dp_slack_ns": 0.7432,
  "r2r_start": "state_rd[1]",
  "wire_per_inst_um": 13.56,
  "topCellsByArea": "dlxtn_1 (56%), and2_1 (21%), dfrtp_1 (4.4%)",
  "r2r_cells": 3,
  "crit_chain": "nand2b_4 -> a21o_1 -> nor2_1",
  "cp-end-kind": "flop",
  "logic_area_sq_um": 1324,
  "p_per_area_nw_per_um2": 150.9,
  "ios": 288,
  "rsz0062_at_grt": "false",
  "grt_pass1_wl_mm": 16.50,
  "untimed_endpoints": 300,
  "rrSetupSlack_ns": 0.73,
  "dr.pass1.iters": 4,
  "seq_area_sq_um": 2534,
  "synthCells": 404,
  "grtUsageTotal": 0.1601
}
[placed cells by master (no fill, tap or decap), types with 7 or more instances in the layout]
cell             instances
dfrtp_1                  7
nor2_1                  10
a21oi_1                  7
inv_1                    7
o21ai_0                 10
and2_1                 132
nand2_1                 10
dlxtn_1                150
clkdlybuf4s50_1        287
buf_4                    7
[Yosys cell counts]
library cell,n
nand4_1,2
inv_2,1
nand3_1,3
a21oi_1,7
a21o_1,2
dfxtp_1,4
nor3b_1,2
and2_1,132
dlxtn_1,150
and4bb_2,1
nor3_2,1
o21ai_0,12
buf_2,7
dfstp_2,1
nor3_1,1
nor4_1,1
ha_1,1
nand2b_4,1
or3_1,2
nand2b_1,2
nor2_1,10
nor2b_1,4
buf_4,1
o31a_1,1
a21boi_0,1
nor2_2,1
nand2_1,10
o211ai_1,2
clkbuf_1,2
a21boi_1,1
nand3b_1,1
clkbuf_2,10
xnor2_1,4
or4_4,1
nand4b_1,1
a221o_1,1
a311oi_1,1
xor2_1,1
dfrtp_1,7
and3_1,4
inv_1,7
[how the worst max path moves through the flow]
stage / startpoint / end / slack [ns] / depth (start not counted)
after CTS: state_rd[1] / counter_rd[2] / 0.73 / 3
after global routing: state_rd[1] / counter_rd[2] / 0.62 / 3
final: state_rd[1] / counter_rd[2] / 0.73 / 3
[routing by layer]
layer | global-route usage | share of wire | vias up
met4 | 0.01013 | 0.0049 | 0
met1 | 0.2148 | 0.40 | 1533
met3 | 0.04510 | 0.11 | 4
met2 | 0.2745 | 0.48 | 163
met5 | 0 | 0 | -
li1 | - | - | 1809
[logic make-up after synthesis]
| family | synth area share |
|---|---|
| AND/OR/NAND/NOR | 0.2758 |
| latches | 0.5648 |
| AND-OR/OR-AND | 0.04205 |
| buffers and inverters | 0.03263 |
| flip-flops | 0.07060 |
| XOR/XNOR | 0.01098 |
| adder cells (fa/ha/maj) | 0.003137 |
[area by class of cell]
class                           instances  area share
Clock buffer                            4     0.01248
Inverter                                8    0.004219
Multi-Input combinational cell        214      0.1860
Sequential cell                       162      0.3560
Tap cell                              172     0.03024
Timing Repair Buffer                  294      0.4110
[flip-flops by register name, summed over array words and instances, names as in the netlist, 2 cells and up]
signal,flops
counter_rd,4
m_axi_araddr,32
m_axi_awaddr,32
m_axi_wdata,32
m_axi_wstrb,4
nxt_state_rd,3
nxt_state_wr,4
read_data_out,32
read_resp,2
state_rd,3
state_wr,4
write_resp,2
[through the flow]
| stage | utilization | instances | instance area (sq um) | hold WS [ns] |
|---|---|---|---|---|
| after floorplan | - | 404 | 3988 | 0.06441 |
| after global placement | 0.5502 | 850 | 7028 | 0.4258 |
| after detailed placement | 0.5502 | 850 | 7028 | 0.4403 |
| after CTS | 0.5572 | 854 | 7117 | 0.4051 |
| after global routing | 0.5572 | 854 | 7117 | 0.4223 |
| final | 0.5572 | 854 | 7117 | 0.3958 |
[where the power goes]
group	switching, mW	leakage, nW	internal (mW)	total (mW)
Clock	0.102	0.0442	0.334	0.436
Combinational	0.0522	1.68	0.297	0.349
Sequential	0.00243	1.28	0.287	0.289
Total	0.156	3.01	0.918	1.07
No activity file was given, so power comes from the tool's default toggle rates.
